<file path="/design/flow/run.sh">
#!/bin/bash
# OpenROAD 26Q1-2900-gdf79404cd8, Yosys 0.63+post, stock flow scripts
make -C /OpenROAD-flow-scripts/flow DESIGN_CONFIG=/design/flow/config.mk WORK_HOME=/design/flow/orfs finish
</file>
<file path="/design/flow/design.v">
module DataMem(Clk,Reset,WriteEn,DataAddress,DataIn,DataOut);
  input              Clk,
                     Reset,
                     WriteEn;
  input [7:0]        DataAddress,    
                     DataIn;		    
  output reg[7:0]    DataOut;
  reg [7:0] Core[256-1:0];			    
  integer i;
  always@*                     
  begin
    DataOut = Core[DataAddress];
  end
  always @ (posedge Clk)		  
	begin
    if(Reset) begin
      for(i=0;i<256;i = i + 1)
	      Core[i] <= 0;
      Core[ 16] <= 254;           
      Core[244] <= 5;			    
	end
    else if(WriteEn) 
      Core[DataAddress] <= DataIn;
	end
endmodule
</file>
<file path="/design/flow/constraint.sdc">
current_design DataMem

set clk_period 18.8
set clk_io_pct 0.2

create_clock -name clk0 -period $clk_period [get_ports {Clk}]

set non_clock_inputs [all_inputs -no_clocks]
set_input_delay [expr $clk_period * $clk_io_pct] -clock clk0 $non_clock_inputs
set_output_delay [expr $clk_period * $clk_io_pct] -clock clk0 [all_outputs]
</file>
<file path="/design/flow/config.mk">
export PLATFORM = sky130hd
export DESIGN_NAME = DataMem
export DESIGN_NICKNAME = DataMem
export VERILOG_FILES = /design/flow/design.v
export SDC_FILE = /design/flow/constraint.sdc
export NUM_CORES = 4
export LEC_CHECK = 1
export CORE_UTILIZATION = 50
</file>
==> results.ini <==
[sta]
max_freq_ghz=0.0774
relSlewSlack_pct=8.96
tns_ns=0
worst_slew_pin_slew_ns=1.35
fin_crit_sh_pct=68.7
layout_min_cycle_time_ns=12.92
hold_viol_final=0
setup_viol=0
slew_violations=0
rsz0062_at_grt=false

[layout]
largest-register=Core
final_core_util_pct=55.4
layout_top_cell=edfxtp_1
mostFrequentLayoutCells=edfxtp_1, and2_1, mux4_2
drive_gt1_share_pct=20.0
area_growth_pct=9.88
reg.largest.list=Core (2048)
largest_reg_flops=2048

[setup_path]
slowest_delay_ns=0.72
critical_path.endpoint_type=primary output
worstSetupStartpointType=input port
cp_data_required_time_ns=15.04
path_class=input port to primary output
cpLargestDelayFamily=buffers and inverters
arrival_ns=9.16
crit_buf_inv=6
cp_common_cell=buf_4
crit_slowest_cell=o41ai_1
crit_chain=buf_8, buf_4, buf_4, buf_4, mux4_2, a22oi_1, a21oi_1, o41ai_1, buf_4, nand4_1, clkdlybuf4s50_1
cp_max_fo=41

[synthesis]
yosys_warnings=1
synthXorXnorAreaFrac_pct=0
ys_sh_adder_pct=0
logic_family=simple AND/OR/NAND/NOR gates
ys_async_sr_fraction_pct=0
synth.avg_cell_area_um2=15.2
ys_area_um2=93700
synthMuxAreaShare_pct=12.3
synth-seq-cells=2048
syn_inst=6170
simple_gate_share_pct=16.2
ys_cells=6170
edf_count=2048
syn-cell-area_um2=93700
synthAoiAreaFrac_pct=3.28
ys_types=29
synth_seq_share_pct=65.6
ys.flop_type=edfxtp_1

[floorplanning]
die_x_um=435
floorplan.core_util_pct=50.4
core_area_um2=186000
ios=27
chip_area_um2=189000
rows=158
dieHeight_um=435

[placement]
io_buffers=26
place_congestion=0.903
place_hpwl_um=150000

[drt]
ant_nets=0
vias=50700
drc=0
wl_per_cell_um=28.1
routed_via_density=5.86
drtIter0Drc=3217
first_pass_iters=7
drt_wl_total_um=243000

[clocking]
cts-buffers-inserted=213
htree_levels=4
cts_root_buf=clkbuf_16
cts_tree=yes
cts.sinks=2048
clockBufferDepth=3
cts_hold_buf=0
cts_setup_buffers=0
ctsResizeCount=0
clk_pin_slew_worst_paths_ns=0.06

[hold_path]
hold_class=input port to flop
holdPathEnd=Core[72][4]
min_from=DataIn[4]
min_path_cells=2

[flow_run]
warnings=35
drv_cap=0

[status]
status=finished clean

[power]
vdd_ir_drop_max_mv=0.0763
p_leak_nw=35.1
powerDensity_nw_per_um2=98.9

[global_route]
grt_pass1_wl_um=363000
overflow=0
antenna_found_initial=5
grt_pass1_vias=54600
grt_start_max_net_pins=120
grt_use_total_pct=29.1

[stage by stage]
step | hold slack [ns] | worst slack (ns) | area (um2) | power [mW] | instances
global route | 3.47 | 5.63 | 103000 | 10.5 | 8655
finish | 3.48 | 5.88 | 103000 | 10.2 | 8658
global placement | 4.36 | 5.65 | 96000 | 6.09 | 8256
CTS | 3.44 | 5.73 | 103000 | 10.3 | 8654
floorplan | 3.98 | 9.54 | 93700 | 5.82 | 6170
detailed placement | 4.35 | 5.75 | 96000 | 6.10 | 8256
[Yosys cell counts, types with 5 or more instances]
cell type	number	area (um2)
a21o_1	31	233
a21oi_1	128	641
a22oi_1	256	1920
and2_1	1571	9830
and3_1	233	1460
buf_1	75	282
buf_2	45	225
buf_4	13	97.6
buf_6	15	169
clkbuf_1	428	1610
edfxtp_1	2048	61500
mux4_2	512	11500
nand2_1	33	124
nand2b_1	6	37.5
nand3_1	5	25.0
nand4_1	8	50.1
nor2_1	241	905
nor2_2	5	31.3
nor2b_1	6	37.5
nor3_1	239	1200
o41ai_1	32	280
or2_2	226	1410
or3_1	8	50.1
[routing by layer]
| layer | track usage, % | part of all wire (%) | vias up |
|---|---|---|---|
| met2 | 40.7 | 46 | 2178 |
| li1 | - | - | 22800 |
| met4 | 7.16 | 3.2 | 8 |
| met5 | 0.781 | 0.083 | - |
| met3 | 15.9 | 13 | 362 |
| met1 | 44.6 | 37 | 25300 |
[cell families after synthesis]
group                  Yosys count
buffers and inverters          578
AND/OR/NAND/NOR               2585
multiplexers                   512
AND-OR/OR-AND                  447
flip-flops                    2048
[layout make-up]
cell class              count  area (um2)
repair buffers            182        1540
clock buffers             266        5680
multi-input cells        3544       29900
diodes                      4        10.0
inverters                   2        15.0
flip-flops and latches   2048       61500
fillers                 14300       82900
well taps                2480        3100
clock inverters           132        1200
[where the power goes]
group	total (mW)	internal [mW]	switching, mW
Sequential	5.31	5.24	0.0658
Clock	4.18	2.42	1.76
Combinational	0.694	0.258	0.436
[worst max path at each step]
stage / depth (start not counted) / start / endpoint / slack [ns]
CTS: 11 / DataAddress[0] / DataOut[2] / 5.73
global route: 11 / DataAddress[0] / DataOut[2] / 5.63
finish: 11 / DataAddress[0] / DataOut[2] / 5.88
Power is estimated from default activity; no workload was simulated.
