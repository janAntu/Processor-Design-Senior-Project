==> flow/design.v <==
module ALU(InputA,InputB,OP,MOP,ZeroIn,CarryIn,Out,ZeroOut,CarryOut);
	input [ 7:0] InputA;
	input [ 7:0] InputB;
	input [ 3:0] OP;
	input [ 2:0] MOP;
	input ZeroIn;
	input CarryIn;
	output reg [7:0] Out;  
	output reg ZeroOut;
	output reg CarryOut;
	always@*  
	begin 
		Out = 0;
		ZeroOut = ZeroIn;
		CarryOut = CarryIn;
		case (OP)
		4'b0000: begin 
			case (MOP)
			3'b100: begin
				Out = {1'b0,InputB[7:1]};
				CarryOut = InputB[0];
			end
			3'b101: begin
				Out = InputB << 1;
				CarryOut = InputB[7];
			end
			3'b110: CarryOut = ~CarryIn;
			3'b111: CarryOut = 1'b0;
			endcase
		end		
		4'b0001: begin 
			if(MOP[2] == 1'b0)
					ZeroOut = (InputA == InputB) ? 1 : 0;
			if(MOP[2] == 1'b1)
				CarryOut = (InputA < InputB) ? 1 : 0;
		end		
		4'b0010: begin				 
			Out = InputA - InputB;
			CarryOut = (InputA < InputB) ? 1 : 0;
		end
		4'b0011: Out = InputA - 1; 		 
		4'b0100: Out = InputA | InputB;  
		4'b0101: Out = InputA & InputB;  
		4'b0110: Out = InputA ^ InputB;  
		4'b0111: Out = InputA + InputB;  
		4'b1000: Out = InputB; 			 
		4'b1001: Out = ~InputA; 				 
		4'b1010: Out = InputA + 1; 			 
		4'b1011: Out = InputA; 					 
		4'b1100: Out = InputA << 1; 		 
		4'b1101: Out = 8'b0; 						 
		4'b1110: Out = {1'b0,InputA[7:1]};   
		default: Out = 0;
	  endcase
		if ((OP[3] == 1'b0 && OP[3:1] != 3'b000) ||
		    (OP == 4'b1001) || (OP == 4'b1010) ||(OP == 4'b1101))
			ZeroOut = (Out == 0) ? 1 : 0;
	end 
endmodule
==> flow/run.sh <==
#!/bin/bash
# OpenROAD 26Q1-2900-gdf79404cd8, Yosys 0.63+post, stock flow scripts
make -C /OpenROAD-flow-scripts/flow DESIGN_CONFIG=/design/flow/config.mk WORK_HOME=/design/flow/orfs finish
==> flow/config.mk <==
export PLATFORM = sky130hd
export DESIGN_NAME = ALU
export DESIGN_NICKNAME = ALU
export VERILOG_FILES = /design/flow/design.v
export SDC_FILE = /design/flow/constraint.sdc
export NUM_CORES = 4
export LEC_CHECK = 1
export CORE_AREA = 10 10 99 99
export DIE_AREA = 0 0 109 109
==> flow/constraint.sdc <==
current_design ALU

set clk_period 5.0
set clk_io_pct 0.2

create_clock -name clk0 -period $clk_period

set non_clock_inputs [all_inputs -no_clocks]
set_input_delay [expr $clk_period * $clk_io_pct] -clock clk0 $non_clock_inputs
set_output_delay [expr $clk_period * $clk_io_pct] -clock clk0 [all_outputs]
==> changes_impl.md <==
### Changed

* Cells after Synth at about 300
* Max Clk Rate at ~200 MHz
* GR met2 Demand/Resource at 0.2296
* CP Class: in -> out
* Fin. max-slew vios at 0
* DIE WIDTH at ~110 µm
* Via density at between 5 and 6
* Seq share, synth at 0
* Total die size at about 12,000 µm²
* YS warnings at 1
* Vias in the first global route at roughly 2,600
* Worst Tran Pin Value at between 0.3 and 0.4 ns
* WP data arrival at around 3.9 ns
* WHS Endpoint: ZeroOut
* Top cells by count: 32 x ha_1, 26 x inv_1, 24 x nor2_1
* Setup crit end kind: output pin
* Synth mux share at 0.06405
* Slew headroom at 0.7484
* First-pass GRT wire length at approximately 14 mm
* Die height at about 110 µm
* Xor+xnor area frac at 0.04230
* Cell Count, Final, Fillers Out at approximately 530
* Fin area at 3366 µm²
* Placed insts at a little over 500
* Power Dens Cells at approximately 100 nW/µm²
* GR Overflow Total at 0
* Leakage at roughly 1.6 nW
* GPL Wtd Cong at between 1 and 1.5
* Startpoint types: input port
* Yosys adder share at 0.2127
* Share of layout cells above drive strength 1 at 0.3420
* Hpwl dp at a little under 7 mm
* Max-cap viol count at 0
* Endpoints failing hold at 0
* Routed WL at 8.340 mm
* Antenna fix cells at 0
* Peak-usage layer in the global routing report: met2
* Flop area at 0 µm²
* Met1 Track Usage GR at 0.1933
* Area of placed instances at 3198 µm²
* Status: complete, no violations
* Worst path required time at 4.00 ns
* # DRC at 0
* Post-layout util at 0.4356
* Via count at roughly 2,700
* TritonRoute pass-1 iters at 4
* Final Cycle Share at 0.9834
* Hold depth at 8
* Synth top cell by count: ha_1
* DR WL/cell at ~16 µm
* Initial antenna violation count at 0
* Synth area leader: ha_1
* DR iter-0 viols at about 190
* Cell Area, Synth at around 2100 µm²
* GRT Overall Usage at 0.1408
* Minimum clock period after layout at about 4.9 ns
* Max IR drop VDD at 0.02414 mV
* Row cnt at 32
* Flop count at 0
* Post-route total power at ~0.00033 W
* Complex Gates by Area at 0.2973
* Simple-gate share of the synthesized area at 0.2840
* Core Area at about 7700 µm²
* Synth top area cells: ha_1 19%, mux2i_1 5.3%, inv_1 4.7%, nor2_1 4.4%, a21oi_1 3.9%
* Pin count of the biggest net entering global routing at 22
* Antenna Nets Post-Route at 0
* Distinct lib cells at about 59
* Post-synth top area share at 0.1934
* # fillers at 771
* Setup-failing EPs final at 0
* Min-delay src: OP[3]
* Met3 usage at 0.02031
* Init Core Util at 0.2680
* Logic cell area at just under 2000 µm²
* Main logic family: AND-OR/OR-AND gates
* Area Overhead vs Synth at 62.54%
* Avg Inst Size Synth at 6.996 µm²
* Number of hold buffers added after CTS at 0
* PortBufs at 35
* Min-delay worst type: in -> out
* Io pins at 35
* YS chip area at 2071 µm²
* CLK BUF at 0
* Tool warnings at slightly below 50
* Hold slack at ~2.9 ns
* Cell total in the yosys stat output at 296
* Max FO, Critical Path at 2
report_power, final:
part,internal [W],total [W],switching [W]
combinational,0.000182,0.000332,0.000150
clock,0,0,0
sequential,0,0,0
total,0.000182,0.000332,0.000150
what timing repair did:
item	in CTS	in global routing
endpoints found under the hold margin	0	0
cloned	0	0
setup endpoints to repair	7	3
pin swaps	9	7
setup buffers	9	1
gates resized	34	18
how the worst max path moves through the flow:
stage / start / end / slack [ns] / depth (start not counted)
finish: InputA[0] / ZeroOut / 0.08 / 13
CTS: OP[3] / ZeroOut / 0.005 / 13
global route: OP[2] / ZeroOut / -0.01 / 13
cells by family after synthesis:
family | Yosys count
adders and majority gates | 34
AOI/OAI and AO/OA | 87
muxes | 12
buffers and inverters | 44
xor gates and xnor gates | 10
and+or+nand+nor | 109
layout by cell type (no fill, tap or decap), types with 4 or more instances in the layout:
master and instances:
xor2_1 4, xnor2_1 6, ha_1 30, o21a_1 4, o221ai_1 5, o21ai_0 12, a21oi_1 16, a2bb2oi_1 4
nor3_1 8, buf_6 4, nand3_1 7, mux2i_1 11, nor2_1 24, nor2b_1 9, inv_1 23, clkdlybuf4s50_1 26
buf_4 107, or2_2 4, nand2_1 18, o22ai_1 7, nand2b_1 8, dlygate4sd2_1 4, o32ai_1 4
layer usage:
layer | share of wire | vias to the layer above
li1 | - | 1351
met1 | 0.45 | 1235
met2 | 0.46 | 85
met3 | 0.072 | 16
met4 | 0.022 | 0
met5 | 0 | -
area by class of cell:
type                            count  area share
Inverter                           26     0.02900
Multi-Input combinational cell    252      0.5859
Tap cell                          102     0.03792
Timing Repair Buffer              146      0.3472
worst max-delay path: stages:
cell	delay (ns)
dlygate4sd2_1	0.25
inv_2	0.08
ha_4	0.13
inv_1	0.05
fa_1	0.44
nor2b_4	0.14
a32oi_1	0.14
o22ai_1	0.11
or3_4	0.34
or3_4	0.38
or4_4	0.44
o32ai_4	0.29
buf_2	0.14
metrics by stage:
step / worst slack [ns] / TNS [ns]
3_5_place_dp: -0.7323 / -1.564
5_1_grt: -0.01351 / -0.01351
6_report: 0.08315 / 0
2_1_floorplan: 0.2812 / 0
3_3_place_gp: -0.7174 / -1.533
4_1_cts: 0.004923 / 0
Power and IR drop assume default switching activity.
