==> design.v <==
module RegFile (Clk,WriteEn,RaddrA,RaddrB,Waddr,DataIn,DataOutA,DataOutB);
	parameter W=8, D=4;   
	input                Clk,
								WriteEn;
	input        [D-1:0] RaddrA,				   
								RaddrB,
								Waddr;
	input        [W-1:0] DataIn;
	output reg   [W-1:0] DataOutA;			  
	output reg   [W-1:0] DataOutB;				
reg [W-1:0] Registers[(2**D)-1:0];	   
always@*
begin
 DataOutA = Registers[RaddrA];	  
 DataOutB = Registers[RaddrB];    
end
always @ (posedge Clk)
  if (WriteEn)	                              
    Registers[Waddr] <= DataIn;
endmodule
==> run.sh <==
#!/bin/bash
# OpenROAD 26Q1-2900-gdf79404cd8, Yosys 0.63+post, stock flow scripts
make -C /OpenROAD-flow-scripts/flow DESIGN_CONFIG=/design/flow/config.mk WORK_HOME=/design/flow/orfs finish
==> config.mk <==
export PLATFORM = sky130hd
export DESIGN_NAME = RegFile
export DESIGN_NICKNAME = RegFile
export VERILOG_FILES = /design/flow/design.v
export SDC_FILE = /design/flow/constraint.sdc
export NUM_CORES = 4
export LEC_CHECK = 1
export CORE_UTILIZATION = 50
==> constraint.sdc <==
current_design RegFile

set clk_period 2.7
set clk_io_pct 0.2

create_clock -name clk0 -period $clk_period [get_ports {Clk}]

set non_clock_inputs [all_inputs -no_clocks]
set_input_delay [expr $clk_period * $clk_io_pct] -clock clk0 $non_clock_inputs
set_output_delay [expr $clk_period * $clk_io_pct] -clock clk0 [all_outputs]
==> reports/qor.csv <==
stage,metric,value,unit
routing,vias per cell,6.353,
die,Core ar.,11560,um^2
die,I/O pins,38,
setup_path,CP max stage cell,mux4_1,
routing,first drt pass iteration count,23,
synth,Synth Seq Share,63.79,%
grt,initial antenna violation count,0,
placed_design,port bufs,37,
synth,mapped cell area,6026,um^2
synth,Distinct lib cells used,19,
synth,Syn Area/Cell,20.71,um^2
setup_path,startpoint type of the worst setup path,input port,
synth,yosys warns,1,
finish,fraction of layout cells with a size suffix above 1,42.57,%
sta,Rel. slew slack,59.66,%
finish,sequential cell area,3844,um^2
placed_design,placed insts,504,
clock_network,TritonCTS buffer count,17,
die,Die Wd,111.8,um
power_and_ir_drop,Clock power frac,45.8,%
finish,Syn-to-layout area delta,30.73,%
finish,# fillers,730,
finish,Layout Cell Area excl Fill,7878,um^2
sta,final setup violation count,0,
routing,WL final,15.50,mm
die,site row count,39,
setup_path,"Max FO, Critical Path",5,
power_and_ir_drop,Comb pwr share,10.5,%
setup_path,"Cell Chain, Critical Path","buf_12, buf_12, buf_4, mux4_1, a22oi_1, nand2_1, clkdlybuf4s50_1",
sta,final worst path period need,2657,ps
finish,Logic cell area,2076,um^2
clock_network,CTS Sinks,128,
finish,Top reg by flops,Registers,
sta,Fmax,376.4,MHz
die,Core Util at FP,52.10,%
power_and_ir_drop,Leak,2.744,nW
finish,Finished Layout Cells,547,
setup_path,Buf/Inv on CP,4,
routing,antenna-violating nets left,0,
min_path,hold_sp,DataIn[4],
flow_run,Max Cap Violations,0,
routing,drt wl/cell,28.34,um
power_and_ir_drop,Power Internal,4.075,mW
flow_run,tool warnings,25,
sta,final hold vios,0,
outcome,outcome,"finished, final reports clean",
finish,largest registers,Registers: 128 flops,
setup_path,Worst EP arrival,2120,ps
synth,# Cells Yosys,291,
clock_network,CTS max path bufs,2,
synth,Yosys chip area,6026,um^2
clock_network,clock-pin transition on the worst setup and hold timing paths,60,ps
grt,first-pass GRT wire length,23.32,mm
setup_path,Setup CP Type,in2out,
grt,met2 Track Usage GR,43.23,%
grt,met1 usage,41.07,%
die,DIE AREA,12490,um^2
placed_design,post-detail-place hpwl,9.488,mm
power_and_ir_drop,worst ir drop on vdd,0.0006587,V
grt,GR Util All Layers,30.14,%
clock_network,H-tree depth,4,
power_and_ir_drop,Flop pwr share,43.7,%
sta,period utilisation layout,98.40,%
setup_path,worst stage delay on the critical path,540,ps
clock_network,CTS tree,done,
power_and_ir_drop,Pwr Density,652.6,nW/um^2
routing,Via Count,3475,
grt,busiest layer in global routing,met2,
sta,final tally of max-slew violations,0,
finish,max reg flops,128,
placed_design,placed cell area,6965,um^2
clock_network,Root Driver,clkbuf_16,
grt,vias in the first global route,3798,
min_path,Hold Path Class,in2reg,
setup_path,Required @ worst endpoint,2160,ps
routing,ant diodes,0,
routing,DRC,0,
setup_path,start point of the critical path,RaddrA[0],
grt,largest net degree at the start of global routing,17,
placed_design,GP Congestion,0.8391,
routing,1st-iter DRT viols,174,
setup_path,Top delay family on crit path,buffers and inverters,
synth,Mapped Cells,291,
sta,Setup TNS Final,0,ps
setup_path,CP Capture Type,output port,
sta,Hold WS,1081,ps
power_and_ir_drop,Sw Share,20.73,%
setup_path,"most used cell, CP",buf_12,
grt,met3 global-route usage,21.83,%
grt,Congestion Overflow GR,0,
die,die height,111.8,um
sta,Least-Margin Pin Slew,603.3,ps
synth,Post-synth regs,128,
power_and_ir_drop,Psw,1.065,mW
## timing repair
action,in CTS,in global routing
hold buffers,0,0
setup endpoints to repair,16,16
setup buffers,5,1
gates resized,44,23
cloned,5,0
pin swaps,7,13
## cell families (layout without fill, tap and decap cells)
kind of cell,Yosys count,in the layout,synth area share [%]
flops,128,128,63.79
mux,64,64,25.75
simple gates,47,47,3.613
compound gates,32,32,3.987
buf+inv,20,133,2.865
## placed cells by master, fill, tap and decap left out, types with 2 or more instances in the layout
master           instances
edfxtp_1               128
mux4_2                  47
buf_4                   42
clkdlybuf4s50_1         28
a22oi_2                 19
nand2_1                 17
clkbuf_16               17
buf_12                  16
mux4_1                  15
a22oi_1                 13
nor2_1                  12
clkinv_2                 5
nor3_1                   4
bufinv_16                4
clkinv_4                 3
buf_16                   3
dlymetal6s2s_1           3
buf_6                    3
nor2b_1                  2
and2_1                   2
nor2_4                   2
and2b_4                  2
mux4_4                   2
nand3b_1                 2
nand2b_1                 2
bufbuf_16                2
buf_2                    2
dlygate4sd2_1            2
## worst paths after layout
kind | to | slack, ps | cells past startpoint
max | DataOutA[2] | 40 | 7
min | Registers[10][4] | 1080 | 1
## routing by layer
metal / vias up / wire, um
li1: 1486 / -
met1: 1732 / 5273
met2: 227 / 7518
met3: 25 / 2302
met4: 5 / 316
met5: - / 91
## Yosys cell counts, drive strengths merged
cell type / instances / area, um^2
buf: 14 / 112.6
nor3: 4 / 20.02
nor2: 14 / 52.55
edfxtp: 128 / 3844
nor2b: 2 / 12.51
a22oi: 32 / 240.2
and2: 2 / 12.51
mux4: 64 / 1551
nand3: 1 / 5.000
nand2b: 2 / 12.51
or3b: 1 / 8.760
clkdlybuf4s25: 6 / 60.06
and2b: 2 / 15.01
nand2: 17 / 63.81
nand3b: 2 / 15.01
## metrics by stage
stage / worst slack, ps / utilization, % / power, mW
finish: 43.16 / 68.12 / 5.141
global route: -7.799 / 68.12 / 5.304
CTS: 0.2449 / 67.54 / 5.152
detailed placement: -322.8 / 60.23 / 2.751
global placement: -326.0 / 60.23 / 2.750
floorplan: 612.4 / - / 2.501
## cell type report
class / instances / share of cell area (%)
clock inverter: 15 / 2.430
sequential: 128 / 48.79
tap: 143 / 2.271
clock buffer: 17 / 5.400
timing repair buffer: 101 / 14.76
multi-input combinational: 143 / 26.35
## power groups by stage
stage | clock (mW) | sequential (mW) | combinational (mW)
after CTS | 2.38 | 2.25 | 0.525
after global routing | 2.48 | 2.25 | 0.572
final | 2.36 | 2.25 | 0.538
Power and IR drop assume default switching activity.
